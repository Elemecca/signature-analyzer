`design.v`:
```
`default_nettype none
module sigan (
  input reset,
  input clock,
  input start,
  input stop,
  input data,
  output reg [15:0] signature
);
  localparam INITIAL = 2'b00;
  localparam ARMED   = 2'b01;
  localparam RUN_W   = 2'b11;
  localparam RUN     = 2'b10;
  reg [1:0] gate_state;
  wire word_gate, word_reset;
  reg [15:0] word;
  always @(posedge clock, posedge reset) begin
    if (reset) gate_state = INITIAL;
    else case (gate_state)
      INITIAL: casex ({start, stop})
        2'b0x: gate_state = ARMED;
      endcase
      ARMED: casex ({start, stop})
        2'b10: gate_state = RUN;
        2'b11: gate_state = RUN_W;
      endcase
      RUN_W: casex ({start, stop})
        2'bx0: gate_state = RUN;
      endcase
      RUN: casex ({start, stop})
        2'b01: gate_state = ARMED;
        2'b11: gate_state = INITIAL;
      endcase
    endcase
  end
  assign word_gate = (gate_state == RUN || gate_state == RUN_W);
  assign word_reset = (!word_gate || reset);
  initial word = 0;
  always @(posedge clock, posedge word_reset) begin
    if (word_reset) word <= 0;
    else begin
      word[15:1] <= word[14:0];
      word[0] <= ^{data, word[6], word[8], word[11], word[15]};
    end
  end
  initial signature = 0;
  always @(negedge word_gate, posedge reset) begin
    if (reset) signature <= 0;
    else signature <= word;
  end
endmodule
module gate_con (
  input reset_l,
  input clock,
  input start,
  input stop,
  output word_gate,
  output clock_gate
);
endmodule
```
`run.sh`:
```
#!/bin/bash
# OpenROAD 26Q1-2900-gdf79404cd8, Yosys 0.63+post, stock flow scripts
make -C /OpenROAD-flow-scripts/flow DESIGN_CONFIG=/design/flow/config.mk WORK_HOME=/design/flow/orfs finish
```
`config.mk`:
```
export PLATFORM = sky130hd
export DESIGN_NAME = sigan
export DESIGN_NICKNAME = sigan
export VERILOG_FILES = /design/flow/design.v
export SDC_FILE = /design/flow/constraint.sdc
export NUM_CORES = 4
export LEC_CHECK = 1
export CORE_AREA = 10 10 102 102
export DIE_AREA = 0 0 112 112
```
`constraint.sdc`:
```
current_design sigan

set clk_period 1.0
set clk_io_pct 0.2

create_clock -name clk0 -period $clk_period [get_ports {clock}]

set non_clock_inputs [all_inputs -no_clocks]
set_input_delay [expr $clk_period * $clk_io_pct] -clock clk0 $non_clock_inputs
set_output_delay [expr $clk_period * $clk_io_pct] -clock clk0 [all_outputs]
```
==> run_results.csv <==
group,metric,value,unit
drt,dr_total_vias,476,
critical_path,arrival,1.15,ns
critical_path,rr_worst_depth,2,
power,clkPwrFrac,22.6,%
critical_path,critPathLaunchType,"flip-flop",
logic_synthesis,synth.distinct_cells,11,
clock_tree,cts_max_path_buffers,2,
floorplan,die_area,0.0125,sq mm
power,p_sw_share,24.2,%
floorplan,chipHeight,112,um
critical_path,r2r_start,"word[11]",
cells_and_area,stdcell_count,185,
clock_tree,tritoncts.num_buffers,3,
hold_path,min_path_type,"input pin to asynchronous set/reset pin",
final_timing,period_used_share,101,%
final_timing,setup-tns-final,-0.00886,ns
final_timing,whs,0.195,ns
final_timing,max_slew_margin,72.4,%
floorplan,ios,21,
final_timing,tightest_slew,0.413,ns
clock_tree,clockRootBuffer,"clkbuf_8",
global_routing,grt_pass1_vias,554,
critical_path,worstPathRequired,1.14,ns
drt,n_antenna_cell,0,
critical_path,critical_path_class,"flip-flop to flip-flop",
placed_design,placedCellCount,180,
critical_path,timing.rr.end,"word[0]",
power,switchingPower,0.000649,W
drt,drtPass1Iterations,2,
power,intPower,0.00203,W
placed_design,io_buffer_count,20,
logic_synthesis,postSynthAreaPerCell,19.6,sq um
global_routing,grt_max_degree,17,
power,sequentialPowerShare,57.8,%
power,p_per_area,1860,mW/mm^2
final_timing,finalMaxSlewViolations,0,
logic_synthesis,ys_seq_share,90.5,%
drt,detail-route-antenna-nets,0,
final_timing,fin_skew,0.00345,ns
final_timing,rsz0062_at_grt,"yes",
cells_and_area,areaGrowthSynthToFinish,44.0,%
drt,drc,0,
logic_synthesis,ys.flops,36,
final_timing,fin_crit,1.01,ns
critical_path,worstPathMaxFanout,2,
logic_synthesis,ys.warnings.count,1,
placed_design,dp_hpwl,1.38,mm
cells_and_area,lay_top_cells,"20 x clkdlybuf4s50_1, 19 x dfrtp_1, 16 x dfrtn_1",
global_routing,grt.total_usage,3.29,%
cells_and_area,drive_gt1_share,13.8,%
floorplan,coreArea,0.00822,sq mm
clock_tree,cts_max_level,1,
run,tool_warnings,27,
power,pwr-share-comb,19.6,%
power,ir_drop,1150,uV
floorplan,rows,33,
final_timing,setup_slack,-0.00886,ns
clock_tree,cts-resized-gates,0,
outcome,violations,"negative setup slack",
floorplan,die_w,112,um
drt,vias_per_cell,2.57,
clock_tree,cts_tree,"built",
clock_tree,postCtsHoldBufs,0,
critical_path,cp-end-kind,"flip-flop",
logic_synthesis,synth_area,997,sq um
final_timing,unclocked_pins,16,
cells_and_area,final_common_cell,"clkdlybuf4s50_1",
final_timing,finalHoldViolCount,0,
drt,wire_per_inst,10.4,um
logic_synthesis,ys_cells,51,
global_routing,grt_pass1_wl,3.27,mm
clock_tree,path_clk_slew,0.07,ns
placed_design,dpl_cell_area,0.00137,sq mm
final_timing,fmax,991,MHz
placed_design,globalplace.congestion,0.737,
critical_path,reg2reg_setup_slack,-0.009,ns
clock_tree,clk_latency,0.25,ns
power,power.leakage,0.624,nW
final_timing,setup_violations,1,
final_timing,untimed_endpoints,32,
cells_and_area,design_area,0.00144,sq mm
run,drv_cap,0,
drt,drt-initial-drc-count,31,
power,power,0.00268,W
global_routing,antenna_found_initial,0,
floorplan,fp_util,12.1,%
outcome,status,"finished, violations left",
logic_synthesis,ys_area,997,sq um
global_routing,grt-ovfl-total,0,
logic_synthesis,syn_inst,51,
drt,finalWirelength,1.92,mm
[routing by layer]
metal  vias to the layer above  part of all wire (%)  track usage (%)
met4                         0                  0.47            0.254
met3                         2                   7.5             1.57
met5                         -                     0                0
li1                        213                     -                -
met2                        16                    42             4.90
met1                       245                    50             4.46
[kinds of logic after synthesis]
kind of cell / synth area share, %
xor gates and xnor gates: 4.02
and+or+nand+nor: 2.38
AOI/OAI and AO/OA: 2.01
buffers and inverters: 1.13
DFF: 90.5
[through the flow]
stage	setup slack, ns	util, %
floorplan	0.0288	-
global placement	-0.0490	16.7
detailed placement	-0.0687	16.7
CTS	-0.0227	17.5
global route	-0.0551	17.5
finish	-0.00886	17.5
[what timing repair did]
item,4_1_cts,5_1_grt
setup buffers,1,0
endpoints found under the setup margin,1,1
pin swaps,2,0
[sequential cells by signal, indices dropped and copies added (netlist names)]
signal      flops
signature      16
word           16
gate_state      4
[power groups by stage]
stage / Sequential [W] / Combinational, W / Clock, W
4_1_cts: 0.00156 / 0.000545 / 0.000626
5_1_grt: 0.00161 / 0.000593 / 0.000679
6_report: 0.00155 / 0.000525 / 0.000605
[worst max path at each step]
stage,to,start,slack [ns]
6_report,word[0],word[11],-0.009
4_1_cts,word[0],word[6],-0.02
5_1_grt,word[0],word[6],-0.06
[synth_stat cells]
master | number | area share (%)
xor2_1 | 1 | 0.88
dfrtn_1 | 16 | 40
xnor2_1 | 1 | 0.88
nand2_1 | 1 | 0.38
xnor3_1 | 1 | 2.3
nor2_1 | 2 | 0.75
dfrtp_1 | 19 | 48
inv_1 | 3 | 1.1
nor2b_1 | 2 | 1.3
a21oi_1 | 4 | 2.0
dfstp_2 | 1 | 2.6
[final cells by class]
class / instances / area, sq um
Fill cell: 879 / 6780
Clock buffer: 4 / 55.1
Tap cell: 105 / 131
Sequential cell: 36 / 902
Multi-Input combinational cell: 12 / 86.3
Timing Repair Buffer: 25 / 250
Inverter: 3 / 11.3
[worst max-delay path: stages (launching register included)]
cell     delay (ns)
dfrtp_1        0.35
xnor3_1        0.41
xnor2_1        0.14
Power and IR drop assume default switching activity.
